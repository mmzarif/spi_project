--- run.sh ---
#!/bin/bash
# OpenROAD 26Q1-2900-gdf79404cd8, Yosys 0.63+post, stock flow scripts
make -C /OpenROAD-flow-scripts/flow DESIGN_CONFIG=/design/flow/config.mk WORK_HOME=/design/flow/orfs finish
--- constraint.sdc ---
current_design spi_master_mode0

set clk_period 1.2
set clk_io_pct 0.2

create_clock -name clk0 -period $clk_period [get_ports {clk}]

set non_clock_inputs [all_inputs -no_clocks]
set_input_delay [expr $clk_period * $clk_io_pct] -clock clk0 $non_clock_inputs
set_output_delay [expr $clk_period * $clk_io_pct] -clock clk0 [all_outputs]
--- design.v ---
module spi_master_mode0 (
    input  logic        clk,
    input  logic        rst,
    input  logic        start,
    input  logic [7:0]  data2send,
    input  logic        miso,
    output logic        done,
    output logic        sclk,
    output logic        mosi,
    output logic        cs,
    output logic [7:0]  data2receive
);
    typedef enum logic [2:0] {
        IDLE, ASSERT_CS, LOAD_BIT, SCLK_LOW, SCLK_HIGH, NEXT_BIT, FINISH
    } state_t;
    state_t state, next_state;
    logic [7:0] shift_reg;
    logic [7:0] recv_reg;
    logic [2:0] bit_cnt;
    logic done_reg;
    logic sclk_reg;
    logic mosi_reg;
    logic cs_reg;
    assign done         = done_reg;
    assign sclk         = sclk_reg;
    assign mosi         = mosi_reg;
    assign cs           = cs_reg;
    assign data2receive = recv_reg;
    always_ff @(posedge clk or posedge rst) begin
        if (rst) begin
            state     <= IDLE;
            shift_reg <= 8'b0;
            recv_reg  <= 8'b0;
            bit_cnt   <= 3'd7;
            sclk_reg  <= 1'b0;
            mosi_reg  <= 1'b0;
            cs_reg    <= 1'b1;   
            done_reg  <= 1'b0;
        end else begin
            state <= next_state;
            case (state)
                IDLE: begin
                    done_reg <= 1'b0;
                end
                ASSERT_CS: begin
                    cs_reg    <= 1'b0;          
                    shift_reg <= data2send;
                    bit_cnt   <= 3'd7;
                end
                LOAD_BIT: begin
                    mosi_reg <= shift_reg[7];  
                end
                SCLK_LOW: begin
                    sclk_reg <= 1'b0;
                end
                SCLK_HIGH: begin
                    sclk_reg <= 1'b1;
                    recv_reg <= {recv_reg[6:0], miso};  
                end
                NEXT_BIT: begin
                    shift_reg <= {shift_reg[6:0], 1'b0};  
                    bit_cnt   <= bit_cnt - 1;
                end
                FINISH: begin
                    cs_reg   <= 1'b1;   
                    done_reg <= 1'b1;
                end
            endcase
        end
    end
    always_comb begin
        next_state = state;
        case (state)
            IDLE:        next_state = start ? ASSERT_CS : IDLE;
            ASSERT_CS:   next_state = LOAD_BIT;
            LOAD_BIT:    next_state = SCLK_LOW;
            SCLK_LOW:    next_state = SCLK_HIGH;
            SCLK_HIGH:   next_state = NEXT_BIT;
            NEXT_BIT:    next_state = (bit_cnt == 0) ? FINISH : LOAD_BIT;
            FINISH:      next_state = IDLE;
        endcase
    end
endmodule
--- config.mk ---
export PLATFORM = sky130hd
export DESIGN_NAME = spi_master_mode0
export DESIGN_NICKNAME = spi_master_mode0
export VERILOG_FILES = /design/flow/design.v
export SDC_FILE = /design/flow/constraint.sdc
export NUM_CORES = 4
export LEC_CHECK = 1
export CORE_UTILIZATION = 30
==> ci_impl_report.md <==
### Flow metrics

| Metric | Value |
|---|---|
| CP max-delay cell | dfrtp_1 |
| CTS Buf Count | 5 |
| Post-Synthesis Cell Area | 1190 µm² |
| H-tree levels | 2 |
| MaxCap Viol Count | 0 |
| Clk network pwr share | 26.4% |
| Delay of the slowest cell on the worst path | between 300 and 400 ps |
| Pwr Density | 2200 nW/µm² |
| NetSw | 0.898 mW |
| Final Max Slew Viols | 0 |
| RSZ-0062 raised after global routing | false |
| Post-synth cell types | 21 |
| DR pass1 iterations | 4 |
| Vias in the first global route | between 600 and 700 |
| Final HPWL from detailed placement | ~1.2 mm |
| Comb power frac | 24.8% |
| Routed wire length | 1.84 mm |
| Worst EP arrival | 900 ps |
| Area Overhead vs Synth | 33.7% |
| Antenna cells | 0 |
| Vias per cell | 4.26 |
| Final Cell Area | 1600 µm² |
| Status | complete, no violations |
| CP top delay family | flip-flops |
| Fin util | between 40% and 50% |
| Most frequent logic cell in the layout | dfrtp_1 |
| Fillcell total | 366 |
| TritonCTS clock tree | built |
| Largest net degree at the start of global routing | 31 |
| Slew HR | around three quarters |
| Post-synthesis cell count | slightly above 90 |
| GP Congestion | 0.712 |
| Initial DRC count | 9 |
| Die width | between 60 and 70 µm |
| Drt wl/cell | 10.7 µm |
| FMAX | 0.881 GHz |
| Final Hold Fails | 0 |
| # hold bufs at CTS | 0 |
| Crit. End Element | output port |
| Vias | 733 |
| Hold_ws | between 200 and 300 ps |
| Fin crit share | 94.6% |
| # DRC | 0 |
| Core Rows | 22 |
| Worst Path Required | 960 ps |
| Critical path class | flip-flop to output port |
| Fraction of layout instances using a drive strength above 1 | 26.6% |
| Die Size | 4240 µm² |
| Fp_density | 31.9% |
| VDD IR max | ~0.77 mV |
| Setup tns final | 0 ps |
| Sw Share | about a quarter |
| First-pass GRT wire length | around 3.1 mm |
| Flops & latches, synth | 30 |
| # setup viols final | 0 |
| Congestion Overflow GR | 0 |
| Worst slew pin tran | 387 ps |
| Clock-pin transition on the worst setup and hold timing paths | 60 ps |
| Placed cell areas | between 1000 and 1500 µm² |
| Avg Cell Area, Syn | 13.1 µm² |
| Hold/Removal Path Class | primary input to async pin |
| GRT Total Usage | 9.67% |
| Yosys cell count | around 90 |
| Final cell count without fillers | between 150 and 200 |
| Startpoint types | flip-flop |
| Log Warnings | 26 |
| Core Area | 3740 µm² |
| Number of buffers added on ports | 23 |
| Root Driver | clkbuf_8 |
| Sequential Power Share | 48.8% |
| Clock tree buffer depth | 2 |
| Ports | 24 |
| Clock latency at the later pin of the worst-skew pair | ~270 ps |
| Ys Warns | 1 |
| Clock skew | 2.08 ps |
| Initial antenna violation count | 0 |
| Clk sink count | 30 |
| Minimum clock period | 1140 ps |
| Buf+Inv Stages, Crit Path | 1 |
| Internal power | 2.62 mW |
| Dominant logic cell types in the final layout | 23 x dfrtp_1, 11 x clkdlybuf4s50_1, 11 x dlygate4sd2_1, 9 x mux2_2 |
| CP cell instances | dlygate4sd2_1 |
| DRT antenna net count | 0 |
| Lkg Pwr | 0.753 nW |
| Crit Path Max Fanout | 3 |
| DIE HEIGHT | 65.1 µm |
| Synth Seq Share | a little under two thirds |
| Yosys chip area | 1190 µm² |
| Inst Count DP | around 160 |
-- final cells by class --
cell class / instances / area, µm² / area share [%]
flip-flops and latches: 30 / 759 / 47.5
multi-input cells: 49 / 365 / 22.9
repair buffers: 30 / 277 / 17.3
clock buffers: 8 / 110 / 6.89
well taps: 48 / 60.1 / 3.76
inverters: 7 / 26.3 / 1.64
-- per-stage QoR --
step           power [mW]  setup WS (ps)
3_5_place_dp         2.64           3.82
6_report             3.52           64.7
3_3_place_gp         2.60           3.80
2_1_floorplan        2.18            128
4_1_cts              3.58           46.0
5_1_grt              3.78           11.3
-- metal layers --
metal	track usage (%)	vias to the layer above	part of all wire (%)
met2	14.6	13	46
li1	-	366	-
met5	0	-	0
met4	2.17	0	1.6
met3	2.82	2	3.7
met1	14.4	352	49
-- worst paths after layout --
path	from	end	slack, ps	cells past startpoint
setup / recovery	recv_reg[1]	data2receive[1]	60	1
setup reg to reg	bit_cnt[0]	bit_cnt[2]	70	4
hold / removal	rst	recv_reg[6]	300	3
max in group asynchronous	rst	state[0]	670	3
hold reg to reg	state[6]	state[1]	370	0
min in group clk0	state[6]	state[1]	370	0
-- cells by family (layout without fill, tap and decap cells) --
family	count (synthesis)	in the layout	synth area share [%]
adders and majority gates	2	2	2.09
AOI/OAI and AO/OA	15	15	7.43
DFF	30	30	63.4
and+or+nand+nor	14	14	5.13
buffers and inverters	12	45	6.07
xor gates and xnor gates	1	1	0.733
muxes	17	17	15.2
-- power groups by stage --
stage     logic [mW]  registers, mW  clock network (mW)
4_1_cts        0.891           1.72               0.963
5_1_grt        0.977           1.79                1.02
6_report       0.872           1.72               0.931
-- synth_stat cells --
master,instances,area [µm²]
a21o_1,3,22.5
a21o_2,1,8.76
a21oi_1,3,15.0
and2_1,1,6.26
buf_12,1,20.0
buf_2,3,15.0
buf_6,1,11.3
dfrtp_1,25,626
dfstp_2,5,131
ha_1,2,25.0
inv_1,7,26.3
mux2_2,9,101
mux2i_1,8,80.1
nand2_1,7,26.3
nand2b_1,1,6.26
nor2_1,2,7.51
nor3_1,3,15.0
o21ai_0,3,15.0
o21ai_1,4,20.0
o21bai_1,1,7.51
xnor2_1,1,8.76
-- repair_timing --
action / in CTS / in global routing
hold endpoints to repair: 0 / 0
resized: 14 / 2
endpoints found under the setup margin: 12 / 2
buffers inserted: 5 / 0
pin swaps: 0 / 0
Power figures rest on the tool's default switching activity, not on a simulated workload.
