==> flow/design.v <==
module spi_slave (
    input logic clk,  
    input logic rst,
    input logic sclk,
    input logic cs,
    input logic mosi,
    output logic miso,  
    output logic done,
    output logic [7:0] received_data  
);
    logic sclk_delayed;
    logic sclk_rising;  
    logic sclk_falling;  
    logic [7:0] shift_reg_in;
    logic [7:0] shift_reg_out;  
    logic [2:0] bit_count;  
    typedef enum logic [1:0] {
        IDLE = 2'b00,
        RECEIVING = 2'b01,
        DONE = 2'b10
    } state_t;
    state_t current_state, next_state;
    always_ff @(posedge clk or posedge rst) begin
        if (rst) begin
            current_state <= IDLE;
            sclk_delayed <= 1'b0;
            bit_count <= 3'b0;  
            shift_reg_in <= 8'b0;  
            shift_reg_out <= 8'hA5;  
            miso <= 1'b0;  
            done <= 1'b0;  
        end else begin
            current_state <= next_state;
            sclk_delayed <= sclk;  
            case (current_state)
                IDLE: begin
                    bit_count <= 3'b0;  
                    shift_reg_out <= 8'hA5;  
                end
                RECEIVING: begin
                    if (sclk_rising) begin  
                        shift_reg_in <= {shift_reg_in[6:0], mosi};  
                        bit_count <= bit_count + 1;  
                    end
                    if (sclk_falling) begin  
                        miso <= shift_reg_out[7];  
                        shift_reg_out <= {shift_reg_out[6:0], 1'b0};  
                    end
                end
                DONE: begin
                    received_data <= shift_reg_in;  
                end
            endcase
            done <= (current_state == DONE);  
        end
    end
    assign sclk_rising = (sclk && !sclk_delayed);  
    assign sclk_falling = (!sclk && sclk_delayed);  
    always_comb begin
        next_state = current_state;  
        case (current_state)
            IDLE: begin
                if (!cs)  
                    next_state = RECEIVING;  
            end
            RECEIVING: begin
                if (bit_count == 3'd7 && sclk_rising)  
                    next_state = DONE;  
            end
            DONE: begin
                if (cs)  
                    next_state = IDLE;
            end
            default: begin
                next_state = IDLE;  
            end
        endcase
    end
endmodule
==> flow/run.sh <==
#!/bin/bash
# OpenROAD 26Q1-2900-gdf79404cd8, Yosys 0.63+post, stock flow scripts
make -C /OpenROAD-flow-scripts/flow DESIGN_CONFIG=/design/flow/config.mk WORK_HOME=/design/flow/orfs finish
==> flow/config.mk <==
export PLATFORM = sky130hd
export DESIGN_NAME = spi_slave
export DESIGN_NICKNAME = spi_slave
export VERILOG_FILES = /design/flow/design.v
export SDC_FILE = /design/flow/constraint.sdc
export NUM_CORES = 4
export LEC_CHECK = 1
export CORE_UTILIZATION = 30
==> flow/constraint.sdc <==
current_design spi_slave

set clk_period 2.0
set clk_io_pct 0.2

create_clock -name clk0 -period $clk_period [get_ports {clk}]

set non_clock_inputs [all_inputs -no_clocks]
set_input_delay [expr $clk_period * $clk_io_pct] -clock clk0 $non_clock_inputs
set_output_delay [expr $clk_period * $clk_io_pct] -clock clk0 [all_outputs]
==> out/qor.yml <==
final_timing:
  drv_slew: 0
  setup_viol: 0
  fmax_mhz: 676
  fin_worst_skew_ps: 2.68
  rsz0062_at_grt: "false"
  finalClockPeriodUsage_pct: 74.0
  period_needed_ps: 1480
  fin_tns_setup_ps: 0
  worst_slew_pin_slew_ps: 359
  relSlewSlack_pct: 76.0
  final_hold_viol_count: 0
cts:
  clk_latency_ps: 280
  clock-sinks: 33
  cts_resized: 0
  root_buffer: "clkbuf_8"
  cts_inserted_buffers: 5
  cts_setup_buffers: 0
  clock_path_buffers: 2
  h-tree-depth: 2
  holdBufCountCts: 0
  cts_tree: "done"
  clkTransAtPathRegs_ps: 60
floorplan:
  die_area_um2: 4640
  io_pins: 15
  fp-row-count: 23
  dieWidth_um: 68.1
  fp_util_pct: 32.1
  fp.dieH_um: 68.1
  core_area_um2: 4090
logic_synthesis:
  synth_cells: 113
  ys_chip_area_um2: 1310
  ys_types: 25
  ys_cells: 113
  synthTopCellsByCount: "29 x nand2_1, 20 x dfrtp_1, 12 x nand3_1, 8 x edfxtp_1"
  largest_area_cell: "dfrtp_1"
  synth.cell_area_um2: 1310
  postSynthAreaPerCell_um2: 11.6
  ys_seq_share_pct: 66.4
  edf_count: 8
  area_leaders: "dfrtp_1 38%, edfxtp_1 18%, dfstp_2 10%"
  top_cell_area_share_pct: 38.1
  ys_async_sr_fraction_pct: 75.8
  yosysWarningCount: 1
  synthMostInstantiatedCell: "nand2_1"
  ys_ff: 33
  ys.flop_type: "dfrtp_1"
worst_setup_path:
  slowest_delay_ps: 460
  crit_required_ps: 1600
  crit_arrival_ps: 1080
  slowest_stage: "clkdlybuf4s50_1"
  r2r_start: "current_state[2]$_DFF_PP0_"
  critPathLaunchType: "flip-flop"
  worstSetupEndpointType: "primary output"
  r2r-end: "shift_reg_in[0]$_DFFE_PP0P_"
  cp_max_fo: 2
  cp_num_buf_inv: 1
  critical_path.cell_chain: "clkdlybuf4s50_1"
  crit_family: "buffers and inverters"
  r2r_slack_ps: 710
  reg2reg_depth: 4
  worstSetupPathType: "reg2out"
placed_design:
  hpwl_um: 1400
  gp_congestion: 0.803
  port_buffers: 14
grt:
  antenna_found_initial: 0
  grt-ovfl-total: 0
  grt_pass1_wl_um: 3880
  grt_max_degree: 26
  grt_pass1_vias: 897
  gr-usage-all-layers_pct: 11.4
min_path:
  holdCritPathClass: "reg2reg"
  holdPathEnd: "done$_DFF_PP0_"
  hold_start: "current_state[1]$_DFF_PP0_"
  hold_path_depth: 0
pwr:
  p_seq_share_pct: 48.2
  intPower_mw: 1.63
  powerDensity_nw_per_um2: 1360
  leakage_nw: 0.721
  ir_drop_uv: 1060
  combPwrFrac_pct: 19.4
  power.share.clock_pct: 32.5
  swShare_pct: 26.6
  p_sw_mw: 0.593
  design_power_total_mw: 2.23
job:
  warnings: 25
  drv_cap: 0
drt:
  ant_nets: 0
  drc: 0
  drt-wirelength-per-cell_um: 11.3
  drt_iter0_drc: 26
  vias: 857
  antenna_cells: 0
  wirelength_um: 2070
  vias_per_cell: 4.68
  first_pass_iters: 2
final_layout:
  drive_gt1_share_pct: 15.0
  area_delta_synth_final_pct: 24.6
status:
  status: "completed"
[power groups by stage]
stage | sequential [mW] | clock (mW) | combinational (mW)
after global routing | 1.11 | 0.772 | 0.507
final | 1.07 | 0.722 | 0.431
after CTS | 1.08 | 0.740 | 0.435
[area by class of cell]
type | instances | area (um^2)
Clock inverter | 3 | 65.1
Tap cell | 50 | 62.6
Inverter | 5 | 18.8
Fill cell | 389 | 2450
Clock buffer | 5 | 68.8
Multi-Input combinational cell | 70 | 385
Sequential cell | 33 | 872
Timing Repair Buffer | 17 | 163
[through the flow]
step / std cells / util, % / instance area [um^2] / setup WS (ps) / hold WS (ps)
finish: 183 / 40.0 / 1640 / 521 / 401
global route: 183 / 40.0 / 1640 / 461 / 427
CTS: 183 / 40.0 / 1640 / 500 / 406
detailed placement: 175 / 36.7 / 1500 / 247 / 395
global placement: 175 / 36.7 / 1500 / 260 / 386
floorplan: 113 / - / 1310 / 792 / 374
[routing by layer]
metal | GRT usage, % | up-vias | part of all wire (%) | wire length (um)
met5 | 0 | - | 0 | 0
met1 | 16.5 | 409 | 48 | 995
met3 | 4.22 | 8 | 5.4 | 112
met4 | 2.34 | 0 | 1.6 | 34
met2 | 16.9 | 21 | 45 | 930
li1 | - | 419 | - | -
[placed cells by master (no fill, tap or decap), types with 2 or more instances in the layout]
cell type / Yosys / final
bufinv_16: 0 / 2
edfxtp_1: 8 / 8
nor2_1: 4 / 4
a21oi_1: 4 / 4
ha_1: 2 / 2
buf_4: 0 / 3
mux2i_1: 3 / 3
nand3_1: 12 / 12
dfstp_2: 5 / 5
a22o_1: 2 / 2
nand2_1: 29 / 29
clkbuf_8: 0 / 5
o22ai_1: 2 / 2
clkdlybuf4s50_1: 0 / 14
dfrtp_1: 20 / 20
inv_1: 5 / 5
nor3_1: 3 / 3
[worst max-delay path by stage]
stage                       startpoint   end  cells after the start
after CTS             miso$_DFFE_PP0P_  miso                      1
after global routing  miso$_DFFE_PP0P_  miso                      1
final                 miso$_DFFE_PP0P_  miso                      1
[flip-flops by register name (all words and copies together), names as in the netlist]
name and count:
shift_reg_out 8, shift_reg_in 8, sclk_delayed 1, received_data 8, current_state 3, miso 1, done 1, bit_count 3
[logic make-up after synthesis]
logic type                 synth area share (%)
adders and majority gates                  1.91
AOI/OAI and AO/OA                          5.05
buffers and inverters                      4.19
muxes                                      4.00
DFF                                        66.4
and+or+nand+nor                            18.4
Power is estimated from default activity; no workload was simulated.
